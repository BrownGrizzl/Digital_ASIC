$ cat design.v
`timescale 1 ns / 1 ps
module Subsystem
          (clk,
           reset,
           clk_enable,
           In1,
           Out1
         );
  input   clk;
  input   reset;
  input   clk_enable;
  input   signed [16:0] In1;   
  output reg signed [16:0] Out1;   
reg   signed [16:0] In11; 
  wire enb;
  wire signed [8:0] Constant1_out1=9'b011010001 ;
  wire signed [11:0] Constant2_out1=12'sb100010010101;
  wire signed [11:0] Constant3_out1= 11'b010110101001;
  wire signed [14:0] Constant4_out1=  15'sb101011110001011;
  wire signed [17:0] Constant5_out1= 17'b011001100100100101;
  wire signed [19:0] Constant6_out1=20'sb10011001101101101011;
  wire signed [16:0] Constant7_out1=16'b01010000111010101;
  wire signed [11:0] Constant8_out1=12'sb101001010111;
  wire signed [11:0] Constant9_out1 = 11'b11101101011;
  wire signed [8:0] Constant10_out1=9'sb100101111;
  reg signed [16:0] In1_1;   
  reg signed [24:0] Product1_out1_1;   
  wire signed [28:0] Product2_out1_1;   
  wire signed [27:0] Product3_out1_1;   
  wire signed [31:0] Product4_out1_1;   
  wire signed [33:0] Product5_out1_1;   
  wire signed [36:0] Product6_out1_1;   
  wire signed [32:0] Product7_out1_1;   
  wire signed [28:0] Product8_out1_1;   
  wire signed [27:0] Product9_out1_1;   
  wire signed [25:0] Product10_out1_1;   
  reg signed [11:0] Product1_out1_2;   
  reg signed [13:0] Product2_out1_2;   
  reg signed [16:0] Product3_out1_2;   
  reg signed [18:0] Product4_out1_2;   
  reg signed [21:0] Product5_out1_2;   
  reg signed [21:0] Product6_out1_2;   
  reg signed [17:0] Product7_out1_2;   
  reg signed [16:0] Product8_out1_2;   
  reg signed [12:0] Product9_out1_2;   
  reg signed [12:0] Product10_out1_2;   
   reg signed [11:0] Product1_out1_22;   
  reg signed [13:0] Product2_out1_22;   
  reg signed [16:0] Product3_out1_22;   
  reg signed [18:0] Product4_out1_22;   
  reg signed [21:0] Product5_out1_22;   
  reg signed [21:0] Product6_out1_22;   
  reg signed [17:0] Product7_out1_22;   
  reg signed [16:0] Product8_out1_22;   
  reg signed [12:0] Product9_out1_22;   
  reg signed [12:0] Product10_out1_22;   
  wire signed [17:0] Sum3_add_cast;   
  wire signed [22:0] Sum5_add_cast;   
  wire signed [23:0] Sum7_add_cast_1;   
  wire signed [23:0] Sum9_add_cast_1;   
  reg signed [14:0] Sum2_out1;   
  reg signed [16:0] Sum3_out1;   
  reg signed [17:0] Sum4_out1;   
  reg signed [21:0] Sum5_out1;   
  reg signed [22:0] Sum6_out1;   
  reg signed [22:0] Sum7_out1;   
  reg signed [22:0] Sum8_out1;   
  reg signed [22:0] Sum9_out1;   
  reg signed [23:0] Sum10_out1; 
  reg signed [16:0] Sum10_out2; 
  reg signed [16:0] Sum10_out3; 
  wire signed [19:0] Sum4_add_temp;   
  assign enb = 1;
  assign Product2_out1_1 = Constant2_out1 * In11; 
  assign Product3_out1_1 = Constant3_out1 * In11; 
  assign Product4_out1_1 = Constant4_out1 * In11; 
  assign Product5_out1_1 = Constant5_out1 * In11; 
  assign Product6_out1_1 = Constant6_out1 * In11; 
  assign Product7_out1_1 = Constant7_out1 *In11; 
  assign Product8_out1_1 = Constant8_out1 * In11; 
  assign Product9_out1_1 = Constant9_out1 * In11; 
  assign Product10_out1_1 = Constant10_out1 * In11; 
  assign Sum3_add_cast = {{2{Sum2_out1[14]}}, {Sum2_out1, 1'b0}};
  assign Sum4_add_temp = Sum3_out1 + Product4_out1_2;
  assign Sum5_add_cast = {{4{Sum4_out1[17]}}, {Sum4_out1, 1'b0}};
  assign Sum7_add_cast_1 = {{5{Product7_out1_2[17]}}, {Product7_out1_2, 1'b0}};
  assign Sum9_add_cast_1 = {{9{Product9_out1_2[12]}}, {Product9_out1_2, 2'b00}};
always @(posedge clk)
begin
if (reset == 1'b1) begin
      In11<=0;
        Product1_out1_2 <= 0;
        Sum2_out1 <= 0;
        Sum3_out1 <= 0;
        Sum4_out1 <= 0;
        Sum5_out1 <= 0;
        Sum6_out1 <= 0;
        Sum7_out1 <= 0;
        Sum8_out1 <= 0;
        Sum9_out1 <= 0;
        Out1  <= 0;
end
else
  begin
        In11<=In1;
        Product1_out1_2 <= Product1_out1_1[24:13]+ $signed({1'b0, Product1_out1_1[24] & (|Product1_out1_1[12:0])});
        Sum2_out1 <= Product1_out1_2 + Product2_out1_2;
        Sum3_out1 <= Sum3_add_cast+ Product3_out1_2;
        Sum4_out1 <= Sum4_add_temp[18:1] + $signed({1'b0, Sum4_add_temp[19] & Sum4_add_temp[0]});
        Sum5_out1 <= Sum5_add_cast + Product5_out1_2;
        Sum6_out1 <= Sum5_out1 + Product6_out1_2; 
        Sum7_out1 <= Sum6_out1 + Sum7_add_cast_1;
        Sum8_out1 <= Sum7_out1 + Product8_out1_2;
        Sum9_out1 <=  Sum8_out1 + Sum9_add_cast_1;
        Sum10_out1 = Sum9_out1 + Product10_out1_2;
        Sum10_out2=(Sum10_out1[22:6] + $signed({1'b0, Sum10_out1[23] & (|Sum10_out1[5:0])}));
        Sum10_out3<=Sum10_out2;
        Out1  <= -Sum10_out3;
  end
end
always @(posedge clk)
    begin 
    if (reset == 1'b1) begin
   Product1_out1_1 <=0; 
   Product2_out1_2 <=0;
   Product3_out1_2 <= 0;
   Product4_out1_2 <= 0;
   Product5_out1_2 <= 0;
   Product6_out1_2 <= 0;
   Product7_out1_2 <= 0;
   Product8_out1_2 <= 0;
   Product9_out1_2 <= 0;
  Product10_out1_2 <=0;
    end
     else begin
        if (enb) begin
   Product1_out1_1 <= Constant1_out1 * In11; 
   Product2_out1_2 <= Product2_out1_1[27:14] + $signed({1'b0, Product2_out1_1[28] & (|Product2_out1_1[13:0])});
   Product3_out1_2 <= Product3_out1_1[27:11] + $signed({1'b0, Product3_out1_1[27] & (|Product3_out1_1[10:0])});
   Product4_out1_2 <= Product4_out1_1[30:12]+ $signed({1'b0, Product4_out1_1[31] & (|Product4_out1_1[11:0])});
   Product5_out1_2 <= Product5_out1_1[33:12] + $signed({1'b0, Product5_out1_1[33] & (|Product5_out1_1[11:0])});
   Product6_out1_2 <= Product6_out1_1[35:14] + $signed({1'b0, Product6_out1_1[36] & (|Product6_out1_1[13:0])});
   Product7_out1_2 <= Product7_out1_1[32:15] + $signed({1'b0, Product7_out1_1[32] & (|Product7_out1_1[14:0])});
   Product8_out1_2 <= Product8_out1_1[27:11] + $signed({1'b0, Product8_out1_1[28] & (|Product8_out1_1[10:0])});
   Product9_out1_2 <= Product9_out1_1[27:15] + $signed({1'b0, Product9_out1_1[27] & (|Product9_out1_1[14:0])});
  Product10_out1_2 <= Product10_out1_1[24:12] + $signed({1'b0, Product10_out1_1[25] & (|Product10_out1_1[11:0])});
        end
      end
    end
endmodule  
$ cat run.sh
#!/bin/bash
# OpenROAD 26Q1-2900-gdf79404cd8, Yosys 0.63+post, stock flow scripts
make -C /OpenROAD-flow-scripts/flow DESIGN_CONFIG=/design/flow/config.mk WORK_HOME=/design/flow/orfs finish
$ cat config.mk
export PLATFORM = sky130hd
export DESIGN_NAME = Subsystem
export DESIGN_NICKNAME = Subsystem
export VERILOG_FILES = /design/flow/design.v
export SDC_FILE = /design/flow/constraint.sdc
export NUM_CORES = 4
export LEC_CHECK = 1
export CORE_UTILIZATION = 30
$ cat constraint.sdc
current_design Subsystem

set clk_period 10.9
set clk_io_pct 0.2

create_clock -name clk0 -period $clk_period [get_ports {clk}]

set non_clock_inputs [all_inputs -no_clocks]
set_input_delay [expr $clk_period * $clk_io_pct] -clock clk0 $non_clock_inputs
set_output_delay [expr $clk_period * $clk_io_pct] -clock clk0 [all_outputs]
==> flow_summary.toml <==
# flow metrics
[final_layout]
area_growth_pct = 10.5
fillCellCount = 21004
final_layout_size_suffix_gt1_share_pct = 5.10

[routing]
wl_per_cell_um = 22.8
drtAntennaViolNets = 0
wl_mm = 224
first_pass_iters = 8
num_vias = 48784
drc = 0
detail_route.vias_per_cell = 4.96
drt-initial-drc-count = 3046

[critical_path]
critical_path_buf_inv_count = 4
path_max_fanout = 8
cp_slowest_stage_delay_ns = 0.72
worstSetupPathType = "register to register"
worst_setup_path_end_kind = "register"
cp_data_arrival_time_ns = 9.93
critical_path.top_delay_family = "adder cells"
crit_path_start_kind = "register"
slowest_stage = "dfxtp_1"
cp_common_cell = "fa_1"
cp.required_ns = 11.56

[synthesis]
syn_area_per_cell_sq_um = 9.17
area_leaders = "fa_1 25%, ha_1 21%, dfxtp_1 12%, inv_1 7.0%, xnor2_1 3.9%"
synth_flops = 407
edf_count = 17
syn-instance-count = 6850
synth.top_cell.area_share_pct = 25.1
yosys_area_sq_um = 62800
synthArstFlopShare_pct = 0
synthTopCellsByCount = "1174 x inv_1, 1046 x ha_1, 788 x fa_1"
yosysTopAreaCell = "fa_1"
ys_cells = 6850
synth-warning-count = 1
yosysUniqueCellTypes = 106
top_cell = "inv_1"
syn_area_sq_um = 62800
ys.flop_type = "dfxtp_1"
synth_seq_share_pct = 13.2

[run_status]
status = "completed"

[global_routing]
antenna_found_initial = 5
grt_first_pass_wirelength_mm = 327
overflow = 0
grt_usage_pct = 22.3
first_global_vias = 48984
grt_max_degree = 75

[final_timing]
timing.final.crit_share_pct = 85.0
tightestPinTransition_ns = 1.09
timing.hold.ws_ns = 0.435
tns_ns = 0
rsz0062_at_grt = "false"
setup_viol = 0
slew_headroom_pct = 27.0
hold_viol = 0
clock_skew_ns = 0.0993
slew_viol_final = 0
fmax_mhz = 108
min_period_ns = 9.27

[cts]
hold_buffers = 0
insertion_delay_ns = 0.72
ctsLongestPathBuffers = 3
postCtsSetupBuffers = 0
numCtsBuffers = 52
cts.repair.resized = 0
clkSinkCount = 407
cts_tree = "done"
clk_pin_slew_ns = 0.06
htree_levels = 2
clockRootBuffer = "clkbuf_16"

[die]
core-area_sq_um = 207000
rows = 167
dieArea_sq_um = 211000
die_h_um = 460
die_x_um = 460
initCoreUtil_pct = 30.3
ios = 37

[placed_design]
gp_congestion = 1.06
place_hpwl_mm = 190
portBuffers = 35

[min_path]
hold_class = "register to register"

[job]
maxCapViolCount = 0
warnings = 98
==> layer usage <==
layer | track usage [%] | vias up | wire [um]
met5 | 1.79 | - | 554
met3 | 10.6 | 325 | 26200
met1 | 28.8 | 23425 | 90900
met2 | 32.4 | 1632 | 95400
li1 | - | 23390 | -
met4 | 8.27 | 12 | 10900
==> cells by family (layout without fill, tap and decap cells) <==
family / count (synthesis) / after routing / synth area share, %
AND/OR/NAND/NOR: 1606 / 1606 / 12.9
adder cells (fa/ha/maj): 1835 / 1835 / 46.0
flip-flops: 407 / 407 / 13.2
buffers and inverters: 1280 / 1470 / 7.68
AND-OR/OR-AND: 1199 / 1199 / 12.8
other: 0 / 2 / 0
multiplexers: 27 / 27 / 0.452
XOR/XNOR: 496 / 496 / 6.93
==> sequential cells by signal (all words and copies together), names as in the netlist, 18 cells and up <==
register and count:
Sum4_out1 18, Product5_out1_2 22, Sum9_out1 23, Product4_out1_2 19, Sum7_out1 23, Sum6_out1 23, Sum8_out1 23, Product7_out1_2 18
Product1_out1_1 25, Product6_out1_2 22, Sum5_out1 22
==> layout make-up <==
cell class                 instances  area [sq um]  share of cell area [%]
antenna                            2          5.00                 0.00721
clock buffer                      71          1520                    2.20
clock inverter                    27           404                   0.582
inverter                        1174          4410                    6.35
multi-input combinational       5163         49700                    71.6
sequential                       407          8320                    12.0
tap                             2788          3490                    5.03
timing repair buffer             198          1580                    2.28
==> final timing paths <==
kind | start | endpoint | slack [ns] | cells after the start
worst max-delay path | In11[6] | Product4_out1_2[18] | 1.63 | 28
worst min-delay path | Sum8_out1[1] | Sum9_out1[1] | 0.44 | 1
worst max register to register | In11[6] | Product4_out1_2[18] | 1.63 | 28
worst min register to register | Sum8_out1[1] | Sum9_out1[1] | 0.44 | 1
==> layout by cell type (no fill, tap or decap), types with 163 or more instances in the layout <==
cell type,count
nand2_1,236
ha_1,1046
fa_1,788
nor2_1,498
buf_4,163
dfxtp_1,387
xnor2_1,282
o21ai_0,208
xor2_1,213
inv_1,1173
a21oi_1,321
==> through the flow <==
stage,instance area [sq um],util [%],setup WS [ns],std cells
after floorplan,62800,-,1.67,6850
after global placement,67500,32.5,1.78,9730
after detailed placement,67500,32.5,1.82,9730
after CTS,69400,33.4,1.76,9828
after global routing,69400,33.4,1.31,9828
final,69400,33.4,1.63,9830
==> worst reg2reg max path, delay by kind of cell (launching register included) <==
family                   cells  cell delay (ns)
AND-OR/OR-AND                8             1.75
adder cells (fa/ha/maj)      9             3.93
buffers and inverters        4             1.15
flip-flops                   1             0.72
AND/OR/NAND/NOR              7             1.66
